--- design/flow/config.mk ---
export PLATFORM = sky130hd
export DESIGN_NAME = neorv32_dmem_ram
export DESIGN_NICKNAME = neorv32_dmem_ram
export VERILOG_FILES = /design/flow/design.v
export SDC_FILE = /design/flow/constraint.sdc
export NUM_CORES = 4
export LEC_CHECK = 1
export CORE_UTILIZATION = 30
--- design/flow/constraint.sdc ---
current_design neorv32_dmem_ram

set clk_period 24.8
set clk_io_pct 0.2

create_clock -name clk0 -period $clk_period [get_ports {clk_i}]

set non_clock_inputs [all_inputs -no_clocks]
set_input_delay [expr $clk_period * $clk_io_pct] -clock clk0 $non_clock_inputs
set_output_delay [expr $clk_period * $clk_io_pct] -clock clk0 [all_outputs]
--- design/flow/design.v ---
module neorv32_dmem_ram #(
  parameter AWIDTH = 8,  
  parameter OUTREG = 0   
)(
  input         clk_i,   
  input  [3:0]  en_i,    
  input         rw_i,    
  input  [31:0] addr_i,  
  input  [31:0] data_i,  
  output [31:0] data_o   
);
  localparam RAM_AWIDTH = AWIDTH-2;
  wire [RAM_AWIDTH-1:0] addr = addr_i[AWIDTH-1:2];
  reg [7:0] ram_b0 [2**RAM_AWIDTH-1:0];
  reg [7:0] ram_b1 [2**RAM_AWIDTH-1:0];
  reg [7:0] ram_b2 [2**RAM_AWIDTH-1:0];
  reg [7:0] ram_b3 [2**RAM_AWIDTH-1:0];
  reg [31:0] rdata;
  always @(posedge clk_i) begin
    if (en_i[0]) begin  
      if (rw_i) ram_b0[addr] <= data_i[7:0];
      rdata[7:0] <= ram_b0[addr];
    end
    if (en_i[1]) begin  
      if (rw_i) ram_b1[addr] <= data_i[15:8];
      rdata[15:8] <= ram_b1[addr];
    end
    if (en_i[2]) begin  
      if (rw_i) ram_b2[addr] <= data_i[23:16];
      rdata[23:16] <= ram_b2[addr];
    end
    if (en_i[3]) begin  
      if (rw_i) ram_b3[addr] <= data_i[31:24];
      rdata[31:24] <= ram_b3[addr];
    end
  end
  generate
    if (OUTREG == 1) begin
      reg [31:0] rdata_reg;
      always @(posedge clk_i) begin
        rdata_reg <= rdata;
      end
      assign data_o = rdata_reg;
    end else begin
      assign data_o = rdata;
    end
  endgenerate
endmodule
--- design/flow/run.sh ---
#!/bin/bash
# OpenROAD 26Q1-2900-gdf79404cd8, Yosys 0.63+post, stock flow scripts
make -C /OpenROAD-flow-scripts/flow DESIGN_CONFIG=/design/flow/config.mk WORK_HOME=/design/flow/orfs finish
==> summary.txt <==
data required time at the worst endpoint - 25.25 ns
count of instantiated cells in the yosys netlist - 4645
count of maximum capacitance violations - 0
number of instances in the synthesized netlist - 4645
dominant cell by count in the synthesized netlist - sky130_fd_sc_hd__edfxtp_1
number of pins with negative max-slew slack in the final report - 0
antenna violations before repair - 14
final worst path period share - 36.06%
Area Overhead vs Synth - 13.94%
Via-to-Cell Ratio - 5.258
unrepaired setup endpoints after global routing - false
commonest cells in the netlist - sky130_fd_sc_hd__edfxtp_1, sky130_fd_sc_hd__nor2_1, sky130_fd_sc_hd__a221oi_1
Pwr Density - 80.16 nW/um^2
die span in x - 518.1 microns
number of buffers inserted by post-CTS setup repair - 0
violation count after the first detailed-route iteration - 3233
number of rows in the core area - 189
htree depth - 4
yosys simple share - 3.518%
source of the critical timing path - addr_i[2]
Layout fillers - 24320
main flop type after synthesis - sky130_fd_sc_hd__edfxtp_1
dominant kind of combinational cell - AND-OR/OR-AND gates
origin of the critical flop-to-flop path - ram_b0[31][7]
Max-Slew Margin vs Limit - 31.85%
buffer cell driving the clock tree root - sky130_fd_sc_hd__clkbuf_16
Post-synth seq share - 78.17%
die area - 268400 sq um
fraction of the mapped netlist area in compound gates - 10.38%
number of logged tool warnings - 52
depth of the worst register-to-register path - 4
Leak - 0.02830 uW
Final ANT Viol Nets - 0
wire length of the first global-routing pass - 321.2 mm
end of the worst register-to-register path - rdata[7]
Synth warnings - 1
outcome - finished, final reports clean
Peak Freq - 111.8 MHz
count of input and output buffers - 75
startpoint type of the worst setup path - input pin
fp_density - 30.14%
vias in the first global route - 46320
category of the worst setup path capture point - flop
maximum buffer depth of the clock tree - 3
Least-Margin Pin Slew - 1.019 ns
setup_tns - 0 ns
post-synthesis async set-or-reset flop share - 0%
worst-path maximum fanout - 50
CP arrival - 9.39 ns
number of buffers inserted during clock tree synthesis - 203
final RePlAce weighted congestion - 0.9117
Cell variety after synth - 60
power consumption - 7298 uW
area taken by multi-input logic gates - 15940 sq um
Critical Path Sink - ram_b2[15][4]
height of the die - 518.1 microns
clock transition at the registers of the reported paths - 0.06 ns
Fin. Hold Viols - 0
Routed wire per std cell - 26.65 microns
Main area contributors - sky130_fd_sc_hd__edfxtp_1, sky130_fd_sc_hd__a221oi_1, sky130_fd_sc_hd__mux2i_1
Setup violations, final - 0
total detailed-routing wirelength - 224.4 mm
via count - 44260
maximum resistive drop on vdd - 0.08960 mV
number of flops mapped to enable cells by yosys - 2080
adder share - 0%
fraction of final layout cells sized beyond drive strength 1 - 12.93%
clk sink count - 2080
area leader, netlist - sky130_fd_sc_hd__edfxtp_1
worst setup skew after layout - 0.01967 ns
standard cell core area - 265100 sq um
post-route DRC violation count - 0
min-delay worst type - reg2reg
number of gates resized after CTS - 0
area share of xor/xnor cells in the synthesized design - 0%
area share, top type - 78.17%
DP HPWL - 133.5 mm
number of detailed-route iterations in the first pass - 22
global route overflow - 0
I/O pins - 102
minimum setup slack among reg-to-reg paths - 22.16 ns
yosys-reported design area after synthesis - 79910 sq um
Min Clock Period, post-route - 8.943 ns
sequential standard cell area - 62460 sq um
GRT Resource Usage Total - 17.66%
class of the most critical setup path - in2reg
Post-synth mux share - 5.858%
clk latency late pin - 0.83 ns
CTS tree - done
Post-Synthesis Mean Instance Area - 17.20 sq um
netlist area before placement - 79910 sq um
number of synthesized register bits - 2080
number of hold-repair buffers added at the cts stage - 0
largest net degree at the start of global routing - 100
critical path, stage by stage:
cell and delay (ns):
sky130_fd_sc_hd__buf_8 0.32, sky130_fd_sc_hd__buf_4 0.64, sky130_fd_sc_hd__nand2_4 0.55, sky130_fd_sc_hd__nor2_4 0.83
sky130_fd_sc_hd__buf_4 0.50, sky130_fd_sc_hd__nand2_1 0.49, sky130_fd_sc_hd__nor2_1 0.89
routing by layer:
layer / vias to the layer above / wire length [microns] / track usage [%]
li1: 19190 / - / -
met4: 0 / 9934 / 6.116
met3: 426 / 32720 / 11.43
met5: - / 0 / 0.08890
met1: 22180 / 76140 / 20.13
met2: 2469 / 105600 / 27.09
final cells by class:
| cell class | instances | share of cell area, % |
|---|---|---|
| Antenna cell | 5 | 0.01374 |
| Sequential cell | 2080 | 68.60 |
| Multi-Input combinational cell | 2209 | 17.51 |
| Clock buffer | 257 | 5.825 |
| Inverter | 3 | 0.02336 |
| Tap cell | 3533 | 4.855 |
| Clock inverter | 112 | 1.282 |
| Timing Repair Buffer | 220 | 1.888 |
where the power goes:
part,switching (uW),internal [uW],total (uW)
logic,283,110,393
clock network,1280,1720,3000
registers,12.5,3890,3900
total,1580,5720,7300
worst min path at each step:
stage,from,endpoint,slack [ns],depth (start not counted)
global route,ram_b0[8][5],rdata[5],0.83,3
finish,ram_b0[8][5],rdata[5],0.79,3
CTS,ram_b0[8][5],rdata[5],0.80,3
layout by cell type, fill, tap and decap left out, types with 35 or more instances in the layout:
master,instances
sky130_fd_sc_hd__a211oi_1,42
sky130_fd_sc_hd__a21oi_1,93
sky130_fd_sc_hd__a221oi_1,358
sky130_fd_sc_hd__a22o_1,60
sky130_fd_sc_hd__a22oi_1,128
sky130_fd_sc_hd__buf_4,143
sky130_fd_sc_hd__clkbuf_1,53
sky130_fd_sc_hd__clkbuf_16,204
sky130_fd_sc_hd__clkdlybuf4s50_1,40
sky130_fd_sc_hd__clkinv_2,35
sky130_fd_sc_hd__edfxtp_1,2080
sky130_fd_sc_hd__mux2_2,88
sky130_fd_sc_hd__mux2i_1,267
sky130_fd_sc_hd__mux4_2,44
sky130_fd_sc_hd__nand2_1,119
sky130_fd_sc_hd__nor2_1,428
sky130_fd_sc_hd__o21ai_0,166
sky130_fd_sc_hd__o22ai_1,154
stage by stage:
stage | util [%] | hold WS, ns | worst slack, ns | area, sq um | instances
after floorplan | - | 0.6717 | 17.77 | 79910 | 4645
after detailed placement | 31.90 | 0.8099 | 15.15 | 84560 | 8045
after CTS | 34.34 | 0.8041 | 16.03 | 91030 | 8414
final | 34.35 | 0.7943 | 15.86 | 91050 | 8419
after global placement | 31.90 | 0.7999 | 15.21 | 84560 | 8045
after global routing | 34.34 | 0.8347 | 15.73 | 91030 | 8414
cell families after synthesis:
logic type,Yosys count
AND-OR/OR-AND,1137
buffers and inverters,356
flip-flops,2080
multiplexers,401
AND/OR/NAND/NOR,671
Power and IR drop assume default switching activity.
