==> ./design.v <==
module neorv32_cache_ram #(
  parameter TAG_WIDTH = 26,  
  parameter IDX_WIDTH = 2,   
  parameter OFS_WIDTH = 6    
)(
  input         clk_i,      
  input  [31:0] addr_i,     
  input         tag_we_i,   
  output [31:0] tag_o,      
  input  [3:0]  data_we_i,  
  input  [31:0] data_i,     
  output [31:0] data_o      
);
  reg [TAG_WIDTH-1:0] tag_ram [2**IDX_WIDTH-1:0];
  reg [TAG_WIDTH-1:0] tag_rd;
  always @(posedge clk_i) begin
    if (tag_we_i) begin
      tag_ram[addr_i[31-TAG_WIDTH:2+OFS_WIDTH]] <= addr_i[31:31-(TAG_WIDTH-1)];
    end
    tag_rd <= tag_ram[addr_i[31-TAG_WIDTH:2+OFS_WIDTH]];
  end
  assign tag_o = {{32-TAG_WIDTH{1'b0}}, tag_rd};
  localparam DATA_AWIDTH = (IDX_WIDTH+OFS_WIDTH)-2;
  wire [DATA_AWIDTH-1:0] data_addr = addr_i[IDX_WIDTH+OFS_WIDTH+1:2];
  reg [7:0] ram_b0 [2**DATA_AWIDTH-1:0];
  reg [7:0] ram_b1 [2**DATA_AWIDTH-1:0];
  reg [7:0] ram_b2 [2**DATA_AWIDTH-1:0];
  reg [7:0] ram_b3 [2**DATA_AWIDTH-1:0];
  reg [31:0] rdata;
  always @(posedge clk_i) begin
    if (data_we_i[0]) ram_b0[data_addr] <= data_i[7:0];
    if (data_we_i[1]) ram_b1[data_addr] <= data_i[15:8];
    if (data_we_i[2]) ram_b2[data_addr] <= data_i[23:16];
    if (data_we_i[3]) ram_b3[data_addr] <= data_i[31:24];
    rdata <= {ram_b3[data_addr], ram_b2[data_addr], ram_b1[data_addr], ram_b0[data_addr]};
  end
  assign data_o = rdata;
endmodule
==> ./run.sh <==
#!/bin/bash
# OpenROAD 26Q1-2900-gdf79404cd8, Yosys 0.63+post, stock flow scripts
make -C /OpenROAD-flow-scripts/flow DESIGN_CONFIG=/design/flow/config.mk WORK_HOME=/design/flow/orfs finish
==> ./config.mk <==
export PLATFORM = sky130hd
export DESIGN_NAME = neorv32_cache_ram
export DESIGN_NICKNAME = neorv32_cache_ram
export VERILOG_FILES = /design/flow/design.v
export SDC_FILE = /design/flow/constraint.sdc
export NUM_CORES = 4
export LEC_CHECK = 1
export CORE_UTILIZATION = 50
==> ./constraint.sdc <==
current_design neorv32_cache_ram

set clk_period 44.4
set clk_io_pct 0.2

create_clock -name clk0 -period $clk_period [get_ports {clk_i}]

set non_clock_inputs [all_inputs -no_clocks]
set_input_delay [expr $clk_period * $clk_io_pct] -clock clk0 $non_clock_inputs
set_output_delay [expr $clk_period * $clk_io_pct] -clock clk0 [all_outputs]
==> reports/README.md <==
| Group | Result | Reported |
|:---|:---|:---|
| logic synthesis | Post-synthesis instance total | 4,356 |
| logic synthesis | Fraction of registers with async set/reset | 0% |
| clock network | CTS resizes | 0 |
| final timing | Final setup violation count | 0 |
| die | Die Wd | 413 um |
| die | Die area | 171,000 um^2 |
| route | Remaining routing DRC violations | 0 |
| die | Count of boundary I/O pins | 134 |
| clock network | Number of buffers inserted by hold repair at cts | 0 |
| logic synthesis | Register share after synthesis | 77.8% |
| critical path | Register-to-register setup slack | 41,870 ps |
| route | Mean routed wirelength per cell | 31.4 um |
| logic synthesis | Main flop type | edfxtp_1 |
| logic synthesis | Post-synth EDFFs | 2,152 |
| clock network | Clock tree from TritonCTS | done |
| clock network | Clk sinks | 2,210 |
| final timing | Layout Skew | 25.9 ps |
| route | Detailed-route via count | 43,411 |
| final timing | Unrepaired setup endpoints after global routing | no |
| clock network | Reg clk slew, reported paths | 60 ps |
| critical path | CP cell instances | buf_8 -> buf_4 -> buf_12 -> buf_4 -> mux4_2 -> mux2i_1 -> o22ai_1 -> a2111oi_0 -> a31oi_1 |
| critical path | Depth of the worst register-to-register path | 5 |
| route | Number of optimization iterations in the first detailed-route pass | 5 |
| logic synthesis | Syn Area/Cell | 19.4 um^2 |
| global route | Remaining Overflow, GRT | 0 |
| critical path | Arrival time at the worst endpoint | 12,970 ps |
| worst hold path | Cell count of the worst hold path | 1 |
| critical path | CP max FO | 73 |
| power and ir drop | Sw power | 0.000925 W |
| global route | Global-route wire length before repair | 316,000 um |
| critical path | Kind of start point of the critical path | input port |
| critical path | CP required | 45,080 ps |
| final timing | Final Critical Period | 12,280 ps |
| route | Final routed wirelength across all metal layers | 219,000 um |
| power and ir drop | Clock Power Share | 41.0% |
| critical path | Worst r2r src | ram_b3[15][2]$_DFFE_PP_ |
| clock network | H-tree Lvls | 4 |
| final timing | Worst slew margin | 21.1% |
| worst hold path | Hold Path End | tag_rd[18]$_DFF_P_ |
| critical path | Endpoint of the lowest-slack register-to-register path | rdata[26]$_DFF_P_ |
| worst hold path | Hold_sp | tag_ram[2][18]$_DFFE_PP_ |
| clock network | Insertion Delay late pin | 860 ps |
| finish | Top Layout Cells | edfxtp_1 (2,152), nor2_1 (327), mux4_2 (263) |
| worst hold path | Class of the tightest hold or removal check | reg -> reg |
| finish | Fraction of layout instances using a drive strength above 1 | 18.1% |
| clock network | Number of buffers on the longest clock path | 3 |
| critical path | Most prevalent standard cell on the critical path | buf_4 |
| final timing | Share of the cycle needed by the critical path after routing | 27.7% |
| power and ir drop | Share of power burned in registers | 53.5% |
| status | Result of the run | finished, final reports clean |
| die | Standard cell core area | 168,000 um^2 |
| finish | Utilization after layout | 56.8% |
| power and ir drop | Internal power summed over all cells | 0.00341 W |
| logic synthesis | Registers, synthesis | 2,210 |
| global route | Pin count of the biggest net entering global routing | 75 |
| route | Iteration-0 DRC count of the detailed router | 3,026 |
| global route | Aggregate global-route resource usage | 29.3% |
| final timing | Peak clock frequency supported by timing | 0.0814 GHz |
| logic synthesis | Cell count listed in synth_stat.txt | 4,356 |
| global route | Via count of the first global-routing pass | 45,525 |
| route | Average via count per standard cell | 6.22 |
| final timing | Number of max-slew violations in the final report | 0 |
| power and ir drop | Leakage power figure | 30.2 nW |
| clock network | Clock buffer count from CTS | 220 |
| critical path | WS Path Type | in -> reg |
| flow run | Number of max-cap violations | 0 |
| critical path | Endpoint class of the critical path | flop |
| critical path | Library cell contributing the largest single delay on the critical path | a2111oi_0 |
| route | Remaining antenna violation count | 0 |
| logic synthesis | Yosys-reported design area after synthesis | 84,600 um^2 |
| clock network | Post-CTS setup buffer count | 0 |
| power and ir drop | Peak supply drop | 0.0000456 V |
| global route | Initial antenna violation count | 11 |
| flow run | Number of warning messages in the logs | 28 |
| final timing | Setup TNS | 0 ps |
| placement | Final weighted congestion in routability-driven placement | 0.909 |
| die | Effective utilization at floorplan | 50.4% |
| logic synthesis | Number of distinct standard cells referenced by the synthesized netlist | 73 |
| finish | Layout overhead on the synthesized area | 12.6% |
| final timing | Final hold violation count | 0 |
| power and ir drop | Power density normalized to cell area | 45.6 nW/um^2 |
| logic synthesis | Yosys Warn Count | 1 |
| power and ir drop | Gate power share | 5.5% |
| placement | Hpwl dp | 127,000 um |
| die | Row cnt | 150 |
| finish | Dominant logic cell type in the layout | edfxtp_1 |
| die | Die Span Y | 413 um |
| critical path | Largest stage delay on the critical path | 810 ps |
| clock network | Root buffer cell | clkbuf_16 |
| final timing | Worst Tran Pin Value | 1170 ps |
| power and ir drop | Sw frac | 21.3% |
| placement | Input/output buffers | 125 |
| logic synthesis | Cell area after synthesis | 84,600 um^2 |
[layout make-up]
class	count	area, um^2
well taps	2204	2760
inverters	39	151
multi-input cells	1804	17000
fillers	12252	72400
clock inverters	91	795
clock buffers	317	6130
repair buffers	313	2560
diodes	5	12.5
flip-flops and latches	2210	65800
[cell usage after synthesis, drive strengths merged (5+ instances only)]
cell type	count	area [um^2]
a2111oi	6	52.6
a211oi	6	45.0
a21o	11	82.6
a21oi	25	125
a221o	42	420
a221oi	186	1630
a22o	32	280
a22oi	136	1020
a2bb2oi	5	43.8
a31oi	18	113
a32oi	8	70.1
a41oi	16	140
and2	9	56.3
and3	6	37.5
buf	218	1410
clkbuf	90	338
dfxtp	58	1160
edfxtp	2152	64600
inv	37	139
mux2	51	574
mux2i	218	2180
mux4	269	6080
nand2	129	484
nand2b	17	106
nand3	6	30.0
nand4	5	31.3
nor2	332	1250
nor2b	8	52.6
nor3	8	45.0
nor3b	5	47.5
o2111ai	8	76.3
o211ai	20	150
o21ai	50	250
o221ai	49	429
o22a	19	166
o22ai	29	181
o2bb2ai	25	219
o311ai	12	105
[metrics by stage]
| stage | hold WS (ps) | instance area (um^2) | power [W] | setup slack (ps) | instances |
|---|---|---|---|---|---|
| after floorplan | 532 | 84600 | 0.00248 | 33480 | 4361 |
| after global placement | 535 | 88300 | 0.00260 | 31330 | 6570 |
| after detailed placement | 540 | 88300 | 0.00260 | 31310 | 6570 |
| after CTS | 551 | 95200 | 0.00437 | 32210 | 6978 |
| after global routing | 563 | 95200 | 0.00446 | 31890 | 6981 |
| final | 547 | 95200 | 0.00434 | 32120 | 6983 |
[sequential cells by signal (all words and copies together), names as in the netlist]
| signal | count |
|---|---|
| ram_b3 | 512 |
| rdata | 32 |
| ram_b2 | 512 |
| tag_rd | 26 |
| ram_b1 | 512 |
| tag_ram | 104 |
| ram_b0 | 512 |
[worst max-delay path: cells and delay by family]
kind / cells / cell delay [ps]
AOI/OAI and AO/OA: 3 / 1030
muxes: 2 / 900
buffers and inverters: 4 / 1920
[cell families (layout without fill, tap and decap cells)]
| kind of cell | after synthesis | count (layout) | share of synthesized area [%] |
|---|---|---|---|
| buf+inv | 347 | 760 | 2.23 |
| other cells | 1 | 11 | 0.00444 |
| simple gates | 535 | 535 | 2.63 |
| flops | 2210 | 2210 | 77.8 |
| compound gates | 725 | 725 | 6.88 |
| mux | 538 | 538 | 10.5 |
[worst max-delay path by stage]
stage	start	endpoint	slack, ps	cells after the start
after global routing	addr_i[2]	rdata[5]$_DFF_P_	31890	9
final	addr_i[4]	rdata[26]$_DFF_P_	32120	9
after CTS	addr_i[2]	rdata[5]$_DFF_P_	32210	9
[per-layer routing]
metal  wire length [um]  share of wire, %  GRT usage (%)
met5                368              0.17           1.44
met4               6820               3.1           7.20
met3              35200                16           20.1
met2             101000                46           40.4
met1              75400                34           42.1
[power groups by stage]
stage	clock, W	sequential, W	combinational [W]
after CTS	0.00181	0.00232	0.000241
after global routing	0.00188	0.00232	0.000257
final	0.00178	0.00232	0.000240
Power figures rest on the tool's default switching activity, not on a simulated workload.
